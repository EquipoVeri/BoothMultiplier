==> design/flow/design.v <==
module TwoComplement
#(
	parameter Word_Length = 32
)
(
	input [Word_Length-1:0] signed_input,
	output [Word_Length-1:0] unsigned_output,
	output sign
);
logic sign_log;
logic [Word_Length-1:0] input_log;
always_comb
begin
if(signed_input[Word_Length-1] == 1'b1)
begin
	sign_log = 1'b1 ;
	input_log = ~signed_input + 1;
end
else begin
	sign_log = 1'b0;
	input_log = signed_input;
end
end
assign sign = sign_log;
assign unsigned_output = input_log;
endmodule 
==> design/flow/run.sh <==
#!/bin/bash
# OpenROAD 26Q1-2900-gdf79404cd8, Yosys 0.63+post, stock flow scripts
make -C /OpenROAD-flow-scripts/flow DESIGN_CONFIG=/design/flow/config.mk WORK_HOME=/design/flow/orfs finish
==> design/flow/config.mk <==
export PLATFORM = sky130hd
export DESIGN_NAME = TwoComplement
export DESIGN_NICKNAME = TwoComplement
export VERILOG_FILES = /design/flow/design.v
export SDC_FILE = /design/flow/constraint.sdc
export NUM_CORES = 4
export LEC_CHECK = 1
export CORE_AREA = 10 10 74 74
export DIE_AREA = 0 0 84 84
==> design/flow/constraint.sdc <==
current_design TwoComplement

set clk_period 10.2
set clk_io_pct 0.2

create_clock -name clk0 -period $clk_period

set non_clock_inputs [all_inputs -no_clocks]
set_input_delay [expr $clk_period * $clk_io_pct] -clock clk0 $non_clock_inputs
set_output_delay [expr $clk_period * $clk_io_pct] -clock clk0 [all_outputs]
==> out/qor.txt <==
Buffer count from post-CTS setup fixing: 0
XOR/XNOR Area Share: 0.324
Worst-path cell chain: clkdlybuf4s50_1, inv_1, ha_1, nor2b_1, nand2_4, o41ai_1, xnor2_1, clkdlybuf4s50_1
CP Data Arrival Time: 4.31 ns
Cycle use final: 0.622
Worst IR Drop VDD: 0.0000168 V
Max Cap Violations: 0
Critical Path Source: signed_input[0]
Initial antenna violation count: 0
Crit path to: unsigned_output[30]
Tot Pwr: 0.0631 mW
CLK BUF: 0
Share of cells above drive strength 1: 0.0976
CTS Hold Buffers Added: 0
WS Path Type: input port to output port
Core footprint: 0.00397 sq mm
WL/cell: 14.2 um
Synth mux share: 0
Hold_sp: signed_input[0]
Headroom to the max-slew limit: 0.680
DIE HEIGHT: 84 um
Setup TNS: 0 ns
Max Slew Vio Count: 0
Final hold violations: 0
F_max: 158 MHz
Antenna-violating nets left: 0
Drt pass-1 iters: 4
Flop count: 0
Core Util at FP: 0.198
WP depth: 8
Register area: 0 sq um
Comb area leader: simple AND/OR/NAND/NOR gates
Yosys warns: 1
Row cnt: 23
Most frequent logic cell in the layout: clkdlybuf4s50_1
Input/output buffers: 65
Area delta synth->final: 88.5%
Cell mode on critical path: clkdlybuf4s50_1
Grt ovf: 0
Mapped cell area: 785 sq um
DR vias: 1007
Crit-path max FO: 6
Critical Path RT: 8.16 ns
Worst-Margin Slew: 0.476 ns
Die area: 0.00706 sq mm
IO Pins: 65
GRT Total Usage: 0.0799
Number of global-route vias before repair: 1074
Die extent in x: 84 um
Highest-delay cell along the critical path: clkdlybuf4s50_1
Outcome: completed
Unique cell types: 30
Drt first-iter violations: 43
Post-Synth AOI/OAI Area: 0.250
DRT Wirelength: 3030 um
# DRC: 0
Seq share, synth: 0
Unrepaired setup endpoints after global routing: no
AND/OR/NAND/NOR Cells, Area Fraction: 0.367
PostCTS Resize Cnt: 0
Gpl congestion: 0.867
Dpl hpwl: 2640 um
Top Family by Delay on Critical Path: buffers and inverters
Synthesized area per cell: 7.62 sq um
Critical Path Source Type: input port
Cell area power density: 42.6 mW/mm^2
Most numerous logic cells after layout: clkdlybuf4s50_1 (65), xnor2_1 (29), o31ai_1 (9), nand2_1 (8), o21ai_0 (7)
Post-Synthesis Cells: 103
First-pass GRT wire length: 4950 um
Ant diodes: 0
Minimum clock period: 6.35 ns
CP Capture Type: output port
CP bufs+invs: 3
Worst Hold Class: input port to output port
Leakage: 0.465 nW
Largest net degree at the start of global routing: 27
CP peak stage delay: 0.48 ns
Adder share: 0.0159
DR vias/cell: 4.71
Chip Area, Yosys: 785 sq um
Ys cells: 103
Setup violators final: 0
Stage-log warning count: 32
-- synth_stat cells (all sizes together) --
master  count  area [sq um]
xnor2      29           254
o21ai       9          45.0
nand3b      2          15.0
nand2b      1          6.26
or4         1          7.51
ha          1          12.5
o31ai      11          92.6
nand2      11          53.8
or3         4          35.0
inv         2          7.51
nor4        5          61.3
buf         4          22.5
or2         1          6.26
clkbuf      1          3.75
nand4b      1          15.0
nor2b       1          6.26
nor2        3          11.3
nand3       5          35.0
nor3        5          25.0
nor4bb      1          10.0
o41ai       5          58.8
-- kinds of logic (layout without fill, tap and decap cells) --
logic type	count (synthesis)	in the layout
compound gates	25	25
xor+xnor	29	29
simple gates	41	41
buf+inv	7	68
fa+ha+maj	1	1
-- how the worst min path moves through the flow --
stage | cells after the start | to
4_1_cts | 2 | unsigned_output[0]
5_1_grt | 2 | unsigned_output[0]
6_report | 2 | unsigned_output[0]
-- metrics by stage --
| stage | setup WS, ns | instance area [sq um] | std cells | hold slack, ns | utilization |
|---|---|---|---|---|---|
| 6_report | 3.85 | 1480 | 214 | 4.97 | 0.372 |
| 5_1_grt | 3.64 | 1480 | 214 | 5.02 | 0.372 |
| 4_1_cts | 3.82 | 1480 | 214 | 4.98 | 0.372 |
| 3_5_place_dp | 3.82 | 1480 | 214 | 4.97 | 0.372 |
| 3_3_place_gp | 3.81 | 1480 | 214 | 4.97 | 0.372 |
| 2_1_floorplan | 5.01 | 785 | 103 | 4.09 | - |
-- area by class of cell --
cell class	instances	area (sq um)
fill	403	2490
inverter	2	7.51
timing repair buffer	66	658
multi-input combinational	96	751
tap	50	62.6
-- where the power goes --
group	switching, mW	leakage [nW]	internal (mW)
Combinational	0.0202	0.465	0.0429
Sequential	0	0	0
Clock	0	0	0
-- metal layers --
layer  GRT usage  vias up  wire, um  share of wire
met5           0        -         0              0
met3      0.0344        0       301          0.099
li1            -      508         -              -
met2       0.131       40      1340           0.44
met1       0.100      459      1390           0.46
met4           0        0         0              0
Power figures rest on the tool's default switching activity, not on a simulated workload.
